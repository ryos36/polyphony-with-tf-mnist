==> /design/flow/design.v <==
module BidirectionalSinglePortIO #
(
  parameter DATA_WIDTH = 8,
  parameter ADDR_WIDTH = 4,
  parameter RAM_LENGTH = 16,
  parameter RAM_DEPTH = 1 << (ADDR_WIDTH-1)
)
(
    input clk,
    input rst,
    input [ADDR_WIDTH-1:0] ram_addr,
    input [DATA_WIDTH-1:0] ram_d,
    input ram_req,
    input ram_we,
    output reg [DATA_WIDTH-1:0] ram_q,
    output [ADDR_WIDTH-1:0] ram_len,
    input wire signed [DATA_WIDTH-1:0] in_io_ports0,
    input wire signed [DATA_WIDTH-1:0] in_io_ports1,
    input wire signed [DATA_WIDTH-1:0] in_io_ports2,
    input wire signed [DATA_WIDTH-1:0] in_io_ports3,
    input wire signed [DATA_WIDTH-1:0] in_io_ports4,
    input wire signed [DATA_WIDTH-1:0] in_io_ports5,
    input wire signed [DATA_WIDTH-1:0] in_io_ports6,
    input wire signed [DATA_WIDTH-1:0] in_io_ports7,
    input wire signed [DATA_WIDTH-1:0] in_io_ports8,
    input wire signed [DATA_WIDTH-1:0] in_io_ports9,
    output reg signed [DATA_WIDTH-1:0] out_io_ports0,
    output reg signed [DATA_WIDTH-1:0] out_io_ports1,
    output reg signed [DATA_WIDTH-1:0] out_io_ports2,
    output reg signed [DATA_WIDTH-1:0] out_io_ports3,
    output reg signed [DATA_WIDTH-1:0] out_io_ports4,
    output reg signed [DATA_WIDTH-1:0] out_io_ports5,
    output reg signed [DATA_WIDTH-1:0] out_io_ports6,
    output reg signed [DATA_WIDTH-1:0] out_io_ports7,
    output reg signed [DATA_WIDTH-1:0] out_io_ports8,
    output reg signed [DATA_WIDTH-1:0] out_io_ports9
);
  assign ram_len = RAM_LENGTH;
  always @ (posedge clk) begin
    if (ram_req == 1) begin
        case (ram_addr)
          0: begin
            ram_q <= in_io_ports0;
          end
          1: begin
            ram_q <= in_io_ports1;
          end
          2: begin
            ram_q <= in_io_ports2;
          end
          3: begin
            ram_q <= in_io_ports3;
          end
          4: begin
            ram_q <= in_io_ports4;
          end
          5: begin
            ram_q <= in_io_ports5;
          end
          6: begin
            ram_q <= in_io_ports6;
          end
          7: begin
            ram_q <= in_io_ports7;
          end
          8: begin
            ram_q <= in_io_ports8;
          end
          9: begin
            ram_q <= in_io_ports9;
          end
        endcase
        if (ram_we == 1) begin
            case (ram_addr)
              0: begin
                out_io_ports0 <= ram_d;
              end
              1: begin
                out_io_ports1 <= ram_d;
              end
              2: begin
                out_io_ports2 <= ram_d;
              end
              3: begin
                out_io_ports3 <= ram_d;
              end
              4: begin
                out_io_ports4 <= ram_d;
              end
              5: begin
                out_io_ports5 <= ram_d;
              end
              6: begin
                out_io_ports6 <= ram_d;
              end
              7: begin
                out_io_ports7 <= ram_d;
              end
              8: begin
                out_io_ports8 <= ram_d;
              end
              9: begin
                out_io_ports9 <= ram_d;
              end
            endcase
        end
     end
  end
endmodule
==> /design/flow/run.sh <==
#!/bin/bash
# OpenROAD 26Q1-2900-gdf79404cd8, Yosys 0.63+post, stock flow scripts
make -C /OpenROAD-flow-scripts/flow DESIGN_CONFIG=/design/flow/config.mk WORK_HOME=/design/flow/orfs finish
==> /design/flow/config.mk <==
export PLATFORM = sky130hd
export DESIGN_NAME = BidirectionalSinglePortIO
export DESIGN_NICKNAME = BidirectionalSinglePortIO
export VERILOG_FILES = /design/flow/design.v
export SDC_FILE = /design/flow/constraint.sdc
export NUM_CORES = 4
export LEC_CHECK = 1
export CORE_UTILIZATION = 30
==> /design/flow/constraint.sdc <==
current_design BidirectionalSinglePortIO

set clk_period 4.3
set clk_io_pct 0.2

create_clock -name clk0 -period $clk_period [get_ports {clk}]

set non_clock_inputs [all_inputs -no_clocks]
set_input_delay [expr $clk_period * $clk_io_pct] -clock clk0 $non_clock_inputs
set_output_delay [expr $clk_period * $clk_io_pct] -clock clk0 [all_outputs]
==> GITHUB_STEP_SUMMARY <==
## PnR job results

| Metric | Value |
|---|---|
| Sequential power share | `49.9%` |
| Worst-path fanout max | `18` |
| Count of tool warnings | `26` |
| Detailed placement HPWL | `8.04 mm` |
| Worst EP arrival | `3.08 ns` |
| Async S/R FF share, synth | `0%` |
| Crit-path cells | `clkdlybuf4s50_1 > nor2_2 > mux2i_2 > o21ai_0 > nor2_1` |
| H-tree depth | `3` |
| First-pass GRT wire length | `16.2 mm` |
| Final core occ | `51.1%` |
| Top cells, area | `edfxtp_1 (74%), nor2_1 (2.3%), a21oi_1 (2.1%)` |
| Fraction of layout cells with a size suffix above 1 | `8.90%` |
| Placed cell areas | `0.00558 mm2` |
| Drt first-iter violations | `134` |
| Layout fillers | `1,015` |
| Crit path from | `ram_addr[1]` |
| Synth top cell by count | `edfxtp_1` |
| Worst hold-check path type | `in -> reg` |
| Worst slew margin | `49.4%` |
| Post-route cell area | `0.00588 mm2` |
| Routed Antenna Nets | `0` |
| Area added between synthesis and finish | `64.4%` |
| Post-Syn Instances | `242` |
| Critical path class | `in -> reg` |
| Max-area cell share | `73.9%` |
| Clk pwr share | `38.5%` |
| IO Pins | `188` |
| Unrepaired setup endpoints after global routing | `no` |
| Row count | `39` |
| Count of final hold-check violations | `0` |
| CTS tree | `done` |
| Post-route setup TNS | `0 ns` |
| Sw power | `393 uW` |
| Peak VDD IR | `0.000147 V` |
| Pwr Density | `331 mW/mm2` |
| Vias in the first global route | `2,944` |
| Final count of negative-setup-slack endpoints | `0` |
| Crit-path slowest cell | `clkdlybuf4s50_1` |
| Vias/cell | `4.85` |
| Slowest cell delay on critical path | `0.80 ns` |
| Postcts setup bufs | `0` |
| Clock tree buffer depth | `2` |
| Buf/Inv on CP | `1` |
| DR DRC count | `0` |
| Status | `finished, final reports clean` |
| Final min period | `2.92 ns` |
| Design Power | `1.94 mW` |
| GRT Residual Overflow | `0` |
| TritonCTS Sinks | `88` |
| Clock slew seen by the registers of the worst setup and hold paths | `0.06 ns` |
| Cell Int Power | `1.55 mW` |
| Min-delay src | `in_io_ports0[7]` |
| Pleak | `2.01 nW` |
| Startpoint type of the worst setup path | `input pin` |
| Cts bufs inserted | `9` |
| Largest net degree at the start of global routing | `27` |
| Final wirelength | `10.4 mm` |
| Post-Syn Area | `0.00358 mm2` |
| Clock root buffer master | `clkbuf_16` |
| Vertical die size | `111 um` |
| WL per Instance | `18.0 um` |
| Gate power share | `11.6%` |
| Die ar. | `0.0124 mm2` |
| Die X | `111 um` |
| Core Area | `0.0115 mm2` |
| Hold buffer count at cts | `0` |
| Family with the most delay on the worst path | `buffers and inverters` |
| PostCTS Resize Cnt | `0` |
| Chip Area, Yosys | `0.00358 mm2` |
| Crit path required time | `4.47 ns` |
| Ant. Diodes | `0` |
| Global Route Usage Sum | `18.3%` |
| GPL Wtd Cong | `0.863` |
| Seq share, synth | `73.9%` |
| Yosys top cell by area | `edfxtp_1` |
| Fin crit share | `67.9%` |
| Most common flop cell mapped by yosys | `edfxtp_1` |
| WHS | `1.24 ns` |
| Initial antenna violation count | `0` |
| Syn. warnings | `1` |
| Slew at the pin closest to its max-slew limit | `0.757 ns` |
| Initial Utilization | `31.1%` |
| Endpoint class of the critical path | `flip-flop` |
| Post-synth regs | `88` |
| Slew Viols, Final | `0` |
| Max cap viols | `0` |
| Synth top cells by count | `edfxtp_1 (88), nor2_1 (22), a21oi_1 (15)` |
| Cell Type Count | `46` |
| Synthesized area per cell | `14.8 um2` |
| Post-synth EDFFs | `88` |
| Vias | `2,820` |
| Port buffer count | `182` |
| DRT Pass-1 Iters | `21` |
| Fmax | `0.343 GHz` |
| # Cells Yosys | `242` |
| Sw frac | `20.2%` |
## per-stage QoR
step / instances / worst slack, ns
global route: 581 / 1.21
CTS: 581 / 1.41
finish: 581 / 1.38
floorplan: 245 / 1.63
global placement: 565 / 1.05
detailed placement: 565 / 1.06
## cells in the final DEF, fill, tap and decap left out, types with 2 or more instances in the layout
cell,netlist,final
a2111oi_2,2,2
a211oi_1,2,2
a21oi_1,15,15
a221o_1,2,2
a22oi_1,5,5
a311oi_1,2,2
a31oi_1,3,3
and3_1,2,2
buf_4,6,11
clkbuf_16,0,9
clkdlybuf4s50_1,0,182
clkinv_4,0,2
conb_1,1,4
edfxtp_1,88,88
inv_1,4,4
mux2_2,4,4
mux2i_1,2,2
nand2_1,9,9
nand2b_1,4,4
nand3_1,12,12
nor2_1,22,22
nor2b_1,2,2
nor3_1,5,5
nor4_1,3,2
o21a_1,2,2
o21ai_0,11,11
o22ai_1,4,4
## state kept, by name (all words and copies together), names as in the netlist
register and flops:
out_io_ports2 8, out_io_ports0 8, out_io_ports9 8, out_io_ports5 8
out_io_ports3 8, ram_q 8, out_io_ports7 8, out_io_ports4 8
out_io_ports6 8, out_io_ports8 8, out_io_ports1 8
## power by group through the flow
stage / combinational (mW) / sequential [mW] / clock (mW)
CTS: 0.229 / 0.970 / 0.771
global route: 0.245 / 0.970 / 0.811
finish: 0.226 / 0.969 / 0.748
## area by class of cell
type / instances / area [um2] / share of cell area [%]
multi-input cells: 136 / 838 / 14.3
well taps: 143 / 179 / 3.04
clock buffers: 10 / 229 / 3.89
clock inverters: 6 / 67.6 / 1.15
repair buffers: 193 / 1900 / 32.4
inverters: 5 / 18.8 / 0.319
flip-flops and latches: 88 / 2640 / 44.9
## metal layers
metal  part of all wire [%]  track usage, %  vias to the layer above
li1                       -               -                     1317
met1                     37            24.9                     1328
met2                     50            30.8                      168
met3                     11            6.35                        7
met4                   0.92            1.80                        0
met5                      0               0                        -
## cells by family (layout without fill, tap and decap cells)
group	count (synthesis)	in the layout	share of synthesized area, %
muxes	8	8	2.83
other	1	4	0.105
and+or+nand+nor	68	68	9.34
AOI/OAI and AO/OA	56	56	10.7
DFF	88	88	73.9
buffers and inverters	21	214	3.15
## path summary, 6_finish.rpt
path              endpoint  depth (start not counted)
setup / recovery  ram_q[5]                          5
hold / removal    ram_q[7]                          3
No activity file was given, so power comes from the tool's default toggle rates.
